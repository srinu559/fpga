<file path="flow/run.sh">
#!/bin/bash
# OpenROAD 26Q1-2900-gdf79404cd8, Yosys 0.63+post, stock flow scripts
make -C /OpenROAD-flow-scripts/flow DESIGN_CONFIG=/design/flow/config.mk WORK_HOME=/design/flow/orfs finish
</file>
<file path="flow/config.mk">
export PLATFORM = sky130hd
export DESIGN_NAME = example
export DESIGN_NICKNAME = example
export VERILOG_FILES = /design/flow/design.v
export SDC_FILE = /design/flow/constraint.sdc
export NUM_CORES = 4
export LEC_CHECK = 1
export CORE_UTILIZATION = 40
</file>
<file path="flow/constraint.sdc">
current_design example

set clk_period 16.4
set clk_io_pct 0.2

create_clock -name clk0 -period $clk_period [get_ports {clk}]

set non_clock_inputs [all_inputs -no_clocks]
set_input_delay [expr $clk_period * $clk_io_pct] -clock clk0 $non_clock_inputs
set_output_delay [expr $clk_period * $clk_io_pct] -clock clk0 [all_outputs]
</file>
<file path="flow/design.v">
module example(input wire clk,output reg a,output reg tog,input fl,input start,input reset ,input B0,input B9,input B1,input B2,input B3,input B4,input B5,input B6,input B7,input B8,output leda,output ledb,output ledc,output ledd,output lede,output ledf,output ledg);
reg [9:0] number;
reg [28:0] delay1 ;
reg [5:0] tmp_hour, tmp_minute, tmp_second,counter; 
reg [5:0] f_hour, f_minute, f_second; 
reg [5:0] c_hour, c_minute, c_second; 
 reg [3:0] c_hour1,a_hour1; 
 reg [3:0] c_hour0,a_hour0;
 reg [3:0] c_min1,a_min1;
 reg [3:0] c_min0,a_min0;
 reg [3:0] c_sec1,a_sec1;
 reg [3:0] c_sec0,a_sec0;
reg [6:0] seg_data;
reg [3:0] cten,cunit;
reg  [5:0] tempdata;
integer take;
integer set;
integer count;
integer onetime;
integer datataken;
integer index;
integer finished;
initial begin
finished=0;
c_second=0;
timetemp=0;
timef=0;
set=0;
cunit=0;
cten=0;
take=0;
count=0;
onetime=0;
tempdata=0;
datataken=0;
tmp_hour=6'd0;
 tmp_minute=6'd0;
  tmp_second=6'd0;
  f_hour=6'd0;
 f_minute=6'd0;
  f_second=6'd0;
  counter=6'd0;
end
always@(posedge clk) begin
if(fl==1 && start==0)
begin
f_hour=5'd0;
 f_minute=5'd0;
  f_second=5'd0;
number[0]=B0;
number[1]=B1;
number[2]=B2;
number[3]=B3;
number[4]=B4;
number[5]=B5;
number[6]=B6;
number[7]=B7;
number[8]=B8;
number[9]=B9;
delay1=delay1+1;
if(delay1==27'b100000001011110000100000000)
begin
if(number==10'b0000000001)
begin
tempdata=5'd0;
  take=1;
end
if(number==10'b0000000010)
begin
tempdata=6'd1;
  take=1;
end
if(number==10'b0000000100)
begin
tempdata=6'd2;
  take=1;
end
if(number==10'b0000001000)
begin
tempdata=6'd3;
  take=1;
end
if(number==10'b0000010000)
begin
tempdata=6'd4;
  take=1;
end
if(number==10'b0000100000)
begin
tempdata=6'd5;
  take=1;
end
if(number==10'b0001000000)
begin
tempdata=6'd6;
  take=1;
  take=1;
end
if(number==10'b0010000000)
begin
tempdata=6'd7;
  take=1;
end
if(number==10'b0100000000)
begin
tempdata=6'd8;
  take=1;
end
if(number==10'b1000000000)
begin
tempdata=6'd9;
  take=1;
end
if(count==0 && take==1)
begin
a=!a;
  tmp_hour=tempdata;
   take=0;
count=1;
 tempdata=6'd0;
end
if(count==1 && take==1)
begin
a=!a;
  tmp_hour=tmp_hour*6'd10+tempdata;
 take=0;
 count=2;
  tempdata=6'd0;
end
if(count==2 && take==1)
begin
a=!a;
  tmp_minute=tempdata;
   take=0;
count=3;
 tempdata=6'd0;
end
if(count==3 && take==1)
begin
a=!a;
  tmp_minute=tmp_minute*6'd10+tempdata;
 take=0;
 count=4;
  tempdata=6'd0;
end
if(count==4 && take==1)
begin
a=!a;
  tmp_second=tempdata;
   take=0;
count=5;
 tempdata=6'd0;
end
if(count==5 && take==1)
begin
a=!a;
  tmp_second=tmp_second*6'd10+tempdata;
 take=0;
 count=6;
 tempdata=6'd0;
datataken=1;
end  
delay1=0;
end
end
if(start==1 && fl==0)
begin
delay1=delay1+1;
if(delay1==27'b101111101011110000100000000)
begin
c_second=tmp_second-f_second;
c_minute=tmp_minute-f_minute;
c_hour=tmp_hour-f_hour;
if(c_second==6'd0 && c_minute==6'd0 && c_hour==6'd0)
  begin
  a=!a;
  finished=1;
  end
f_second = f_second + 1;
 if(f_second >=59) begin 
 f_second = 0;
 f_minute=f_minute+1;
  if(f_minute>=59) 
 begin
 f_minute=0;
 f_hour=f_hour+1;
 end
 end
 delay1=0;
end
end
end
endmodule
</file>
==> reports/metrics.cfg <==
[layout]
layout.cells.most_common = sky130_fd_sc_hd__nand2_1
most-common-layout-cells = 115 x sky130_fd_sc_hd__nand2_1, 78 x sky130_fd_sc_hd__nor2_1, 70 x sky130_fd_sc_hd__edfxtp_1
area_of_all_sequential_standard_cells_um2 = 3423
finalInstanceArea_um2 = 10530
area.combinational_um2 = 5806
layout-area-overhead-vs-synth_pct = 8.173
layout_cell_share_with_drive_strength_beyond_1 = 0.08448
fill_cells = 2293

[global_routing]
vias_in_the_first_global_route = 7101
antenna_found_initial = 0
pin_count_of_the_biggest_net_entering_global_routing = 51
grt_first_pass_wirelength_mm = 36.29
grtUsageTotal = 0.1897
grt.overflow.total = 0

[routing]
initialDrtViolationCount = 596
post_drt_via_cell_ratio = 5.516
vias = 7766
ant_nets = 0
number_of_remaining_drc_errors = 0
routed_wire_length_per_instance_um = 15.81
drt-total-wl_mm = 22.26
number_of_iterations_in_the_first_detailed_routing_pass = 5
antennaDiodeCount = 0

[logic_synthesis]
ys_ff = 136
postSynth.topFlopCell = sky130_fd_sc_hd__edfxtp_1
post_synth.cell_area_avg_um2 = 8.717
synth.yosys.seq_area_share = 0.3516
enable_flop_cells = 70
synth.yosys.warnings = 13
adder_share = 0.06245
postSynthCellCount = 1117
complex_gate_fraction_of_the_synthesized_area = 0.1601
synth.area.mux_share = 0.01658
synth-xor-area-share = 0.08520
syn_area_um2 = 9737
distinct_lib_cells = 91
async_flop_share = 0
post_synth_main_logic_family = simple AND/OR/NAND/NOR gates
post_synthesis_share_of_cell_area_spent_on_and_or_nand_and_nor_gates = 0.2682
ys_cells = 1117
ys_chip_area_um2 = 9737

[floorplanning]
vert_die_dim_um = 158.0
initial_utilization = 0.4111
die_area_um2 = 24970
row_count = 56
die_x_um = 158.0
boundaryPins = 23
design.core.area_um2 = 23680

[placement]
io_buffer_count = 13
detailed_place.area_um2 = 9980
dp_hpwl_mm = 16.23
place.gp.congestion = 0.9130

[worst_setup_path]
cp_class = input pin to register
r2r_slack_ns = 9.14
slowest_stage = sky130_fd_sc_hd__nor4_1
critical-path-max-stage-delay_ns = 0.86
worst-r2r-cell-count = 18
worstReg2RegEnd = f_hour[1]$_DFF_P_
worstSetupEndpointType = register
critPathMaxFanout = 8
timing.critical_path.arrival_ns = 10.48
critPathRequiredTime_ns = 16.69
crit-reg2reg-launch = delay1[2]$_DFF_P_
worstSetupStartpointType = input pin
timing.critical_path.mode_cell = sky130_fd_sc_hd__ha_1
path_cells = clkdlybuf4s50_1, nor4_1, nand2_1, o221ai_2, o211ai_1, or3_1, o21ai_0, ha_1, ha_1, ha_1, xnor2_1, nand2_1, o21ai_0, mux2_2, ha_1, xor2_1, nor3_1, a31oi_1, or4_1, a21oi_1, o211ai_1, or4b_1, xnor2_1

[job]
maxCapViolations = 0
warnings = 28

[final_timing]
final_min_period_over_clock_period = 0.6216
final_hold_viol_count = 0
finClkSkew_ns = 0.01789
final_max_slew_viol_count = 0
final_period_minus_worst_setup_slack_ns = 10.19
final-setup-viol-count = 0
grt_setup_unrepaired = false
maxSlewHeadroom = 0.3585
maxClockFrequency_mhz = 98.10
setup_total_negative_slack_ns = 0
fin_hold_ws_ns = 0.4515
worstMarginPinSlew_ns = 0.9534

[status]
outcome = finished, final reports clean

[cts]
clock_path_buffers = 2
numCtsBuffers = 17
clk_latency_ns = 0.42
root_buffer = sky130_fd_sc_hd__clkbuf_16
cts-htree-levels = 4
post_cts.resized_instances = 0
cts_tree = done
holdBufCountCts = 0
numClockSinks = 136
cts.reportedPaths.clkPinSlew_ns = 0.06
post_cts_setup_buffer_count = 0

[power]
power.total_mw = 0.8239
power_per_cell_area_nw_per_um2 = 78.23
static-leakage-power_nw = 3.417
vdd.ir_drop.worst_mv = 0.05326

[worst_hold_path]
hold-path-cell-count = 0
hold_path_startpoint = count[30]$_SDFFCE_PN0P_
hold_path_class = register to register
worst_hold_path.endpoint = count[30]$_SDFFCE_PN0P_

[power breakdown]
| group | internal [mW] | total [mW] | switching (mW) |
|---|---|---|---|
| registers | 0.362 | 0.385 | 0.0232 |
| logic | 0.0312 | 0.0771 | 0.0459 |
| clock network | 0.210 | 0.362 | 0.152 |
[registers in the layout (all words and copies together), names as in the netlist]
signal / count
tmp_second: 6
f_second: 6
tempdata: 6
delay1: 29
f_hour: 6
f_minute: 6
take: 32
tmp_hour: 6
a: 1
count: 32
tmp_minute: 6
[per-layer routing]
layer | GRT usage | routed length, um
met1 | 0.2943 | 11110
met2 | 0.2889 | 9844
met3 | 0.03122 | 941
met4 | 0.03342 | 370
met5 | 0 | 0
[worst max-delay path, delay by kind of cell]
family	cells	cell delay, ns
compound gates	7	1.62
xor+xnor	3	0.43
fa+ha+maj	4	1.28
buf+inv	1	0.53
mux	1	0.32
simple gates	7	2.99
[stage by stage]
| stage | util | std cells | setup WS, ns |
|---|---|---|---|
| 6_report | 0.4447 | 1408 | 6.206 |
| 5_1_grt | 0.4447 | 1408 | 5.851 |
| 4_1_cts | 0.4447 | 1408 | 6.251 |
| 3_5_place_dp | 0.4214 | 1376 | 5.834 |
| 3_3_place_gp | 0.4214 | 1376 | 5.896 |
| 2_1_floorplan | - | 1124 | 4.157 |
[worst max-delay path by stage]
stage / start / endpoint / slack (ns)
4_1_cts: B3 / a$_DFF_P_ / 6.25
5_1_grt: B3 / a$_DFF_P_ / 5.85
6_report: B2 / a$_DFF_P_ / 6.21
[synthesized netlist by cell type, types with 6 or more instances]
| library cell | count | area [um2] |
|---|---|---|
| sky130_fd_sc_hd__nand2_1 | 115 | 431.7 |
| sky130_fd_sc_hd__nor2_1 | 78 | 292.8 |
| sky130_fd_sc_hd__edfxtp_1 | 70 | 2102 |
| sky130_fd_sc_hd__dfxtp_1 | 66 | 1321 |
| sky130_fd_sc_hd__xnor2_1 | 66 | 578.1 |
| sky130_fd_sc_hd__clkbuf_1 | 65 | 244.0 |
| sky130_fd_sc_hd__o21ai_0 | 56 | 280.3 |
| sky130_fd_sc_hd__and2_1 | 46 | 287.8 |
| sky130_fd_sc_hd__ha_1 | 43 | 538.0 |
| sky130_fd_sc_hd__a21oi_1 | 42 | 210.2 |
| sky130_fd_sc_hd__inv_1 | 36 | 135.1 |
| sky130_fd_sc_hd__nand3_1 | 34 | 170.2 |
| sky130_fd_sc_hd__nor3_1 | 31 | 155.2 |
| sky130_fd_sc_hd__nor4_1 | 28 | 175.2 |
| sky130_fd_sc_hd__nand4_1 | 27 | 168.9 |
| sky130_fd_sc_hd__xor2_1 | 25 | 219.0 |
| sky130_fd_sc_hd__a31oi_1 | 21 | 131.4 |
| sky130_fd_sc_hd__nand2b_1 | 15 | 93.84 |
| sky130_fd_sc_hd__or3_1 | 15 | 93.84 |
| sky130_fd_sc_hd__a211oi_1 | 14 | 105.1 |
| sky130_fd_sc_hd__a21o_1 | 13 | 97.59 |
| sky130_fd_sc_hd__and3_1 | 12 | 75.07 |
| sky130_fd_sc_hd__buf_2 | 11 | 55.05 |
| sky130_fd_sc_hd__o21a_1 | 11 | 82.58 |
| sky130_fd_sc_hd__buf_4 | 10 | 75.07 |
| sky130_fd_sc_hd__and4_1 | 9 | 78.83 |
| sky130_fd_sc_hd__mux2i_1 | 9 | 90.09 |
| sky130_fd_sc_hd__o22ai_1 | 8 | 50.05 |
| sky130_fd_sc_hd__nor3b_1 | 7 | 52.55 |
| sky130_fd_sc_hd__nor4b_1 | 7 | 61.31 |
| sky130_fd_sc_hd__nand3b_1 | 6 | 45.04 |
| sky130_fd_sc_hd__nor2b_1 | 6 | 37.54 |
[cells by family after synthesis]
kind of cell / Yosys count
AND-OR/OR-AND: 225
XOR/XNOR: 93
adder cells (fa/ha/maj): 47
buffers and inverters: 128
flip-flops: 136
multiplexers: 15
other: 1
AND/OR/NAND/NOR: 472
[cell type report]
class,count,share of cell area
multi-input cells,860,0.5512
clock buffers,19,0.04110
repair buffers,24,0.02019
flip-flops and latches,136,0.3250
well taps,319,0.03790
inverters,37,0.01319
clock inverters,13,0.01140
No activity file was given, so power comes from the tool's default toggle rates.
